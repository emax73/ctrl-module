**flow/design.v**
```verilog
module fifo#(parameter RAM_SIZE = 256, parameter ADDRESS_WIDTH = 8, parameter WORD_SIZE = 8)(
  output wire [WORD_SIZE-1:0] q,
  input wire [WORD_SIZE-1:0] d,
  input wire clk,
  input wire write,
  input wire read,
  input wire reset,
  output wire empty,
  output wire full);
  reg[WORD_SIZE-1:0] mem [0:RAM_SIZE-1]  ;
  reg[ADDRESS_WIDTH-1:0] raddr = 0;
  reg[ADDRESS_WIDTH-1:0] raddr_l = 0;
  reg[ADDRESS_WIDTH-1:0] waddr = 0;
  reg[ADDRESS_WIDTH:0] size = 0;
  reg prev_write = 1'b0;
  reg prev_read = 1'b0;
  always @(posedge clk) begin
    prev_write <= write;
    prev_read <= read;
    if (prev_write && !write && size != RAM_SIZE) begin
      mem[waddr] <= d;
      waddr <= waddr + 1;
      size <= size + 1;
    end
    else if (prev_read && !read && size != 0) begin
      raddr <= raddr + 1;
      size <= size - 1;
    end
    else if (reset) begin
      raddr <= 1'b0;
      waddr <= 1'b0;
      size <= 1'b0;
    end
  end
  assign empty = size == 0;
  assign q = mem[raddr];
  assign full = size == RAM_SIZE;
endmodule
```
**flow/config.mk**
```make
export PLATFORM = sky130hd
export DESIGN_NAME = fifo
export DESIGN_NICKNAME = fifo
export VERILOG_FILES = /design/flow/design.v
export SDC_FILE = /design/flow/constraint.sdc
export NUM_CORES = 4
export LEC_CHECK = 1
export CORE_UTILIZATION = 40
```
**flow/run.sh**
```bash
#!/bin/bash
# OpenROAD 26Q1-2900-gdf79404cd8, Yosys 0.63+post, stock flow scripts
make -C /OpenROAD-flow-scripts/flow DESIGN_CONFIG=/design/flow/config.mk WORK_HOME=/design/flow/orfs finish
```
**flow/constraint.sdc**
```tcl
current_design fifo

set clk_period 196.9
set clk_io_pct 0.2

create_clock -name clk0 -period $clk_period [get_ports {clk}]

set non_clock_inputs [all_inputs -no_clocks]
set_input_delay [expr $clk_period * $clk_io_pct] -clock clk0 $non_clock_inputs
set_output_delay [expr $clk_period * $clk_io_pct] -clock clk0 [all_outputs]
```
==> job_summary.md <==
## PnR job results

| Metric | Value |
|---|---|
| Status | `complete, no violations` |
| Cell Area, Synth | `0.0814 mm²` |
| Total clock sinks | `2,075` |
| Clock tree buffer depth | `3` |
| Ys flop type | `edfxtp_1` |
| Port bufs | `21` |
| First-pass GRT wire length | `307,000 µm` |
| Core Region | `0.202 mm²` |
| GRT Total Usage | `23.2%` |
| Final setup TNS | `0 ps` |
| Cell accounting for the most synthesized area | `edfxtp_1` |
| Worst-path clk slew | `60 ps` |
| Tightest Pin Transition | `1270 ps` |
| Synth top cells by count | `edfxtp_1 (2,073), mux4_2 (482), nor2_1 (312)` |
| Synth flops | `2,075` |
| Post-route antenna net violation count | `0` |
| Combinational share of power | `7.5%` |
| Design internal power | `0.000721 W` |
| Yosys top cell area share | `76.4%` |
| Die Y | `453 µm` |
| Top logic family | `multiplexers` |
| Antenna violations before repair | `6` |
| TritonCTS clock tree | `yes` |
| Worst setup margin | `150,230 ps` |
| Aoi share | `2.75%` |
| Area grow syn2layout | `12.6%` |
| Ratio of final minimum period to clock period | `23.7%` |
| Clk pwr share | `40.0%` |
| Yosys cell count | `3,900` |
| CP Launch Type | `register` |
| Largest cells by area after synthesis | `edfxtp_1 (76%), mux4_2 (13%), mux2i_1 (2.2%), nor2_1 (1.4%), a21oi_1 (0.60%)` |
| Ports | `22` |
| WP data arrival | `7290 ps` |
| Post-CTS setup repair buffer count | `0` |
| FP Core Util | `40.2%` |
| Yosys Warn Count | `1` |
| Hold_buf cts | `0` |
| H-tree depth | `4` |
| Syn Area/Cell | `20.9 µm²` |
| Worst VDD drop | `0.00989 mV` |
| Layout cells sized above 1 | `24.0%` |
| Basic Gates by Area | `2.93%` |
| Final min period | `46,670 ps` |
| Maximum capacitance violations | `0` |
| Clk_skew | `28.7 ps` |
| Switching part of the total | `22.6%` |
| Gate Count Post-Synth | `3,900` |
| Async S/R FF share, synth | `0%` |
| Vias per inst | `5.72` |
| RSZ-0062 raised after global routing | `false` |
| Mux share | `15.7%` |
| Iteration-0 DRC count of the detailed router | `2,891` |
| Top-count cell post-synth | `edfxtp_1` |
| Flip-flops with a built-in enable | `2,073` |
| Die W | `453 µm` |
| P per Cell Area | `10.2 mW/mm²` |
| Xor/xnor share of the synthesized area | `0.151%` |
| HPWL Detailed | `128,000 µm` |
| Clock root buffer | `clkbuf_16` |
| Total congestion overflow | `0` |
| Total tool warning count | `30` |
| Chip area | `0.205 mm²` |
| Psw | `0.000211 W` |
| Final setup fails | `0` |
| Critical path peak fanout | `77` |
| Largest net degree at the start of global routing | `90` |
| Final WL | `213,000 µm` |
| Clk latency late pin | `840 ps` |
| Vias in the first global route | `43,100` |
| # DRC | `0` |
| Setup WS pre-CTS | `150,920 ps` |
| TritonRoute pass-1 iters | `5` |
| Placed Area | `0.0853 mm²` |
| Final hold slack | `659 ps` |
| HP Class | `reg -> reg` |
| Crit path kind | `reg -> out` |
| Post-cts resize count | `0` |
| Peak Freq | `0.0214 GHz` |
| Adder share | `0.108%` |
| CTS buffer count | `209` |
| Final-report hold violation count | `0` |
| Finished layout cell area | `0.0917 mm²` |
| Yosys chip area | `0.0814 mm²` |
| Wire per inst | `30.6 µm` |
| Crit. End Element | `output pin` |
| Netlist cell types | `75` |
| WP data required | `157,520 ps` |
| Seq/Total Area, Yosys | `76.5%` |
| Vias | `39,700` |
| Relative slew slack | `15.3%` |
| Flop pwr share | `52.4%` |
| Rows | `165` |
| Max-slew violations | `0` |
| Leak | `28.3 nW` |
| Final GP Congestion | `0.898` |
-- state kept, by name, summed over array words and instances (netlist names) --
register	count
size	9
prev_read	1
waddr	8
mem	2048
raddr	8
prev_write	1
-- power groups by stage --
stage | clock (W) | combinational, W | sequential, W
global route | 0.000396 | 0.0000748 | 0.000489
finish | 0.000373 | 0.0000701 | 0.000489
CTS | 0.000380 | 0.0000706 | 0.000489
-- path summary, 6_finish.rpt --
check | startpoint | end | slack, ps | cells after the start
hold reg to reg | size[0]$_DFFE_PP_ | size[0]$_DFFE_PP_ | 660 | 1
setup reg to reg | size[0]$_DFFE_PP_ | mem[139][5]$_DFFE_PP_ | 192750 | 9
setup / recovery | raddr[0]$_SDFFCE_PN0P_ | q[5] | 150230 | 14
hold / removal | size[0]$_DFFE_PP_ | size[0]$_DFFE_PP_ | 660 | 1
-- final cells by class --
cell class	instances	area, µm²
diodes	1	2.50
clock buffers	253	5420
clock inverters	123	996
fillers	16700	111000
inverters	15	58.8
multi-input cells	1574	17700
flip-flops and latches	2075	62300
well taps	2672	3340
repair buffers	235	1910
-- worst max-delay path: stages (launching register included) --
cell	delay [ps]
edfxtp_1	320
buf_4	420
buf_4	630
buf_12	520
buf_4	640
buf_4	580
mux4_2	330
nand2_1	50
o2111ai_1	130
a21oi_1	110
o31ai_1	710
o21ai_0	200
o32ai_1	1010
buf_4	240
clkdlybuf4s50_1	450
-- metrics by stage --
stage / total power [W] / cells / util, %
CTS: 0.000939 / 6947 / 45.3
floorplan: 0.000538 / 3900 / -
detailed placement: 0.000568 / 6571 / 42.2
global placement: 0.000568 / 6570 / 42.2
global route: 0.000960 / 6948 / 45.3
finish: 0.000932 / 6948 / 45.3
-- cells by family after synthesis --
family	after synthesis
compound gates	331
xor+xnor	14
fa+ha+maj	7
buf+inv	251
flops	2075
mux	676
simple gates	546
-- per-layer routing --
| metal | up-vias | wire length, µm | track usage (%) |
|---|---|---|---|
| met2 | 2443 | 98100 | 32.8 |
| li1 | 16600 | - | - |
| met4 | 13 | 6900 | 5.73 |
| met3 | 368 | 36100 | 17.3 |
| met1 | 20300 | 71400 | 29.6 |
| met5 | - | 214 | 0.676 |
-- layout by cell type, fill, tap and decap left out, drive strengths merged, types with 4 or more instances in the layout --
master / netlist / final
o221ai: 20 / 20
xor2: 7 / 7
clkbuf: 78 / 261
o31ai: 4 / 4
inv: 15 / 25
a22oi: 21 / 21
and3: 4 / 4
clkdlybuf4s50: 0 / 13
mux4: 482 / 482
and2: 8 / 8
nand2b: 7 / 7
nand3: 42 / 42
o311ai: 5 / 5
edfxtp: 2073 / 2073
o211ai: 15 / 15
clkinv: 0 / 102
a221oi: 37 / 37
a211oi: 16 / 16
nand4: 9 / 9
xnor2: 7 / 7
o21ai: 50 / 50
mux2: 11 / 11
mux2i: 183 / 183
a221o: 5 / 5
bufinv: 0 / 10
ha: 7 / 7
nor2b: 17 / 17
a21oi: 98 / 98
nor3: 14 / 14
nand2: 116 / 116
buf: 158 / 214
nor2: 313 / 313
a21o: 4 / 4
o22ai: 14 / 14
o32ai: 6 / 6
Power and IR drop assume default switching activity.

==> flow/design.v <==
module tapsaver2#(
  parameter LEADER = 244,
  parameter SYNC = 73,
  parameter ONE = 195,
  parameter ZERO = 98
  )(
  output reg[7:0] data_out,
  output wire data_valid,
  output wire data_end,
  input wire ack,
  input wire ear,
  input wire clk,
  input wire clk50m
  );
  reg prev_ear = 1'b0;
  reg prev_ack = 1'b0;
  reg[9:0] counter = 1'b0;
  reg[3:0] nbits = 1'b0;
  reg[7:0] data = 1'b0;
  reg data_valid_a = 1'b0;
  reg data_valid_b = 1'b0;
  reg data_end_a = 1'b0;
  reg data_end_b = 1'b0;
  localparam NOTHING_TH = LEADER_TH + 50;
  localparam LEADER_TH = LEADER - 20;
  localparam ONE_TH = ONE - 20;
  localparam ZERO_TH = ZERO - 20;
  localparam SYNC_TH = SYNC - 20;
  localparam IDLE = 0;
  localparam IN_LEADER = 1;
  localparam IN_SYNC = 2;
  localparam IN_DATA = 3;
  reg[3:0] state = IDLE;
  assign data_valid = data_valid_a ^ data_valid_b;
  assign data_end = data_end_a ^ data_end_b;
  always @(posedge clk50m) begin
    prev_ack <= ack;
    if (prev_ack ^ ack) begin
      data_valid_a <= data_valid_b;
      data_end_a <= data_end_b;
    end
  end
  always @(posedge clk) begin
    prev_ear <= ear;
    counter <= counter + 1;
    if (prev_ear != ear) begin
      counter <= 1'b0;
      if (counter > NOTHING_TH) begin
        state <= IDLE;
      end else if (counter > LEADER_TH) begin
        state <= IN_LEADER;
      end else if (counter > ONE_TH) begin
        if (state == IN_SYNC) state <= IN_DATA;
        else if (state == IN_DATA) begin
          data[7:0] <= {data[6:0], 1'b1};
          state <= IN_SYNC;
          nbits <= nbits + 1;
        end
      end else if (counter > ZERO_TH) begin
        if (state == IN_SYNC) state <= IN_DATA;
        else if (state == IN_DATA) begin
          data[7:0] <= {data[6:0], 1'b0};
          state <= IN_SYNC;
          nbits <= nbits + 1;
        end
      end else if (counter > SYNC_TH) begin
        if (state == IN_LEADER) begin
          state <= IN_SYNC;
          nbits <= 1'b0;
        end else if (state != IN_SYNC) state <= IDLE;
      end
    end  
    if (nbits == 8) begin
      data_valid_b <= !data_valid_b;
      data_out <= data;
      nbits <= 1'b0;
    end
    if (state != IDLE && counter > NOTHING_TH) begin
      data_end_b <= !data_end_b;
      state <= IDLE;
    end
  end
endmodule
module taploader2#(
  parameter TURBO_1 = 49,
  parameter TURBO_0 = 24,
  parameter NORMAL_1 = 191,
  parameter NORMAL_0 = 95,
  parameter LEADER_PULSE = 242,
  parameter SYNC_PULSE0 = 74,
  parameter SYNC_PULSE1 = 82,
  parameter ONE_SECOND = 1627
  )(
  input wire[7:0] data_in,
  output reg data_req,
  input wire data_ready,
  output reg ack,
  output reg reset_out,
  input wire dend_in,
  output wire eob,
  input wire clk50m,
  input wire clk,
  input wire play,
  output reg ear_in,
  input wire turbo_loading  
  );
  reg[7:0] tap_pulse_count;
  reg[7:0] tap_pulse_reload;
  reg[12:0] tap_leader_count;
  reg[7:0] tap_data_byte;
  reg tap_output = 0;
  reg[2:0] tap_state = 3'b0;
  reg silence = 1'b0;
  reg[7:0] tap_data;
  reg tap_dend;
  parameter RESET = 7;
  parameter IDLE = 0;
  parameter NEW_BLOCK = 1;
  parameter NEW_BLOCK2 = 6;
  parameter LEADER = 2;
  parameter SYNC = 3;
  parameter DATA = 4;
  parameter PAUSE = 5;
  reg demand = 1'b0;
  reg prev_demand = 1'b0;
  reg reset = 1'b0;
  assign eob = (tap_state == PAUSE);
  always @(posedge clk50m) begin
    if (reset) begin
      prev_demand <= demand;
    end else if (demand != prev_demand) begin
      data_req <= 1'b1;
      prev_demand <= demand;
    end else if (data_req && data_ready) begin
      data_req <= 1'b0;
      tap_data <= data_in;
      tap_dend <= dend_in;
      ack <= 1'b1;
    end else if (ack && !data_ready) begin
      ack <= 1'b0;
    end
  end
  always @(posedge clk) begin
    case (tap_state)
      RESET: begin
        reset <= 1'b1;
        reset_out <= 1'b1;
        tap_state <= IDLE;
      end
      IDLE: begin
        reset <= 1'b0;
        if (play) begin
          tap_state <= PAUSE;
          silence <= 1'b1;
          reset_out <= 1'b0;
          tap_pulse_reload <= LEADER_PULSE;
          tap_pulse_count <= LEADER_PULSE;
          tap_leader_count <= ONE_SECOND*1;  
        end
      end
      PAUSE:
        if (!play) tap_state <= RESET;
        else if (tap_leader_count == 0) begin
          tap_leader_count <= 0;
          tap_pulse_count <= 0;
          tap_leader_count <= 0;
          silence <= 1'b0;
          tap_state <= NEW_BLOCK;
        end
      NEW_BLOCK:
        if (!play) tap_state <= RESET;
        else begin
          tap_state <= NEW_BLOCK2;
        end
      NEW_BLOCK2:
        if (!play) tap_state <= RESET;
        else begin
          tap_state <= LEADER;
          tap_pulse_reload <= LEADER_PULSE;
          tap_pulse_count <= LEADER_PULSE;
          tap_leader_count <= ONE_SECOND*5;  
          demand <= ~demand;
        end
      LEADER:
        if (!play) tap_state <= RESET;
        else if (tap_leader_count == 0) begin
					if (tap_dend) demand <= ~demand;
          tap_state <= SYNC;
          tap_pulse_reload <= SYNC_PULSE1;
          tap_pulse_count <= SYNC_PULSE0;
          tap_leader_count <= 2;
        end
      SYNC:
        if (!play) tap_state <= RESET;
        else if (tap_leader_count == 0) begin
          tap_data_byte[7:1] <= tap_data[6:0];
          demand <= ~demand;
          tap_state <= DATA;
          if (turbo_loading) begin
            tap_pulse_reload <= tap_data[7] ? TURBO_1 : TURBO_0;
            tap_pulse_count <= tap_data[7] ? TURBO_1 : TURBO_0;
          end else begin
            tap_pulse_reload <= tap_data[7] ? NORMAL_1 : NORMAL_0;
            tap_pulse_count <= tap_data[7] ? NORMAL_1 : NORMAL_0;
          end
          tap_leader_count <= 16;
        end
      DATA:
        if (!play) tap_state <= RESET;
        else if (tap_leader_count == 0) begin
          if (tap_dend) begin
            tap_state <= PAUSE;
            tap_pulse_reload <= LEADER_PULSE;
            tap_pulse_count <= LEADER_PULSE;
            tap_leader_count <= ONE_SECOND*1;  
            silence <= 1'b1;
          end else begin
            tap_data_byte[7:1] <= tap_data[6:0];
            demand <= ~demand;
            tap_leader_count <= 16;
            if (turbo_loading) begin
              tap_pulse_reload <= tap_data[7] ? TURBO_1 : TURBO_0;
              tap_pulse_count <= tap_data[7] ? TURBO_1 : TURBO_0;
            end else begin
              tap_pulse_reload <= tap_data[7] ? NORMAL_1 : NORMAL_0;
              tap_pulse_count <= tap_data[7] ? NORMAL_1 : NORMAL_0;
            end
          end
        end else if (tap_pulse_count == 0 && !tap_leader_count[0]) begin
          if (turbo_loading) begin
            tap_pulse_reload <= tap_data_byte[7] ? TURBO_1 : TURBO_0;
            tap_pulse_count <= tap_data_byte[7] ? TURBO_1 : TURBO_0;
          end else begin
            tap_pulse_reload <= tap_data_byte[7] ? NORMAL_1 : NORMAL_0;
            tap_pulse_count <= tap_data_byte[7] ? NORMAL_1 : NORMAL_0;
          end
          tap_data_byte[7:1] <= tap_data_byte[6:0];
        end
    endcase
    if (tap_leader_count != 0) begin
      if (tap_pulse_count == 0) begin
        ear_in <= silence ? 1'b0 : !ear_in;
        tap_pulse_count <= tap_pulse_reload;
        tap_leader_count <= tap_leader_count - 1;
      end else tap_pulse_count <= tap_pulse_count - 1;
    end
  end
endmodule
==> flow/run.sh <==
#!/bin/bash
# OpenROAD 26Q1-2900-gdf79404cd8, Yosys 0.63+post, stock flow scripts
make -C /OpenROAD-flow-scripts/flow DESIGN_CONFIG=/design/flow/config.mk WORK_HOME=/design/flow/orfs finish
==> flow/config.mk <==
export PLATFORM = sky130hd
export DESIGN_NAME = taploader2
export DESIGN_NICKNAME = taploader2
export VERILOG_FILES = /design/flow/design.v
export SDC_FILE = /design/flow/constraint.sdc
export NUM_CORES = 4
export LEC_CHECK = 1
export CORE_UTILIZATION = 40
==> flow/constraint.sdc <==
current_design taploader2

set clk_period 9.1
set clk_io_pct 0.2

create_clock -name clk0 -period $clk_period [get_ports {clk}]
create_clock -name clk1 -period $clk_period [get_ports {clk50m}]

set non_clock_inputs [all_inputs -no_clocks]
set_input_delay [expr $clk_period * $clk_io_pct] -clock clk0 $non_clock_inputs
set_output_delay [expr $clk_period * $clk_io_pct] -clock clk0 [all_outputs]
==> run notes <==
Purpose: to document the outcome of synthesis and place and route.

Outcome
The run finished with clean final reports.

Worst hold path
Counting instances, the worst hold path has a depth of 1. According to the hold report, the worst path is of the register to register type. The launch instance of the worst min-delay path is tap_data[0]$_DFFE_PP_. For hold timing, the worst endpoint is tap_data_byte[1]$_DFFE_PP_.

Clocking
The clock input transition at the sequential cells of the worst setup and hold paths is roughly 0.07 ns. Post-CTS repair ended up resizing 0 cells. The CTS tree is yes. Looking at the post-CTS report, the setup buffer insertion count equals 0. The clock net sink count is 55. The hold-fix buffer count after cts is 0.

Setup path
The data arrival time reported for the critical path is about 2.3 ns. The maximum fanout encountered on the critical timing path is 20. Logic depth along the worst register-to-register path is recorded as 7. The capture point of the worst reg-to-reg path is tap_data_byte[3]$_DFFE_PP_. The required arrival time at the worst endpoint is 7.28 ns. The startpoint of the worst register-to-register path is tap_pulse_count[2]$_DFFE_PP_.

The worst setup path is launched from a register. The timing report gives the worst reg2reg path a setup slack of 6.05 ns. The worst setup path is of the register to primary output kind. The category of the worst setup path capture point is a primary output.

GRT
Global routing used roughly 18% of the available tracks. The maximum number of pins on one net before global-route repair is 22. The via count of the first global-routing pass is 2372. The first-pass GRT wire length is 11520 µm. The number of antenna violations at the first check in global routing is 0. The remaining global-route overflow is 0.

Placement
The instance area after placement is ~3300 µm². The buffer_ports step reported a buffer count of 17. In the placement report, post-DP HPWL is listed as 4665 µm.

The routability-driven placement congestion ratio is 0.8560.

Timing
The transition time at the pin with the least slew margin is between 0.8 and 0.9 ns. The tightest hold margin is ~0.46 ns. The worst-case max-slew headroom was logged as 42.98%. The final count of negative-setup-slack endpoints is 0. Pins over their slew limit in the final report were tallied at 0. Endpoints failing hold in the final report were tallied at 0.

Adding up every negative setup slack in the final design gives 0 ns. Setup repair after global routing left no endpoint under its margin. The largest clock skew in the final design is 0.01128 ns.

Synthesis
The main flop type after synthesis is edfxtp_1. In this run, synthesis produced a sequential element count of about 55. Per the synthesis report, the XOR/XNOR share of the synthesized area is 1.416%. The number of flops mapped to enable cells by yosys is 42. Per the synthesis report, the adder-cell share of the synthesized area is under 10%. In the synthesized netlist the async set-or-reset flop fraction comes to 0%. Among the non-sequential cells, AND-OR/OR-AND gates take the most area.

Summing the areas of all and, or, nand and nor instances in the mapped netlist gives 17.52% of the synthesized area. The share of synthesized area occupied by flip-flops and latches is 49.19%. Yosys stat counts between 300 and 400 cells in the synthesized netlist. The synthesized netlist devotes 21.72% of its cell area to compound gates. For reference, the post-synthesis area per instance comes to 9.635 µm².

In the synthesized netlist, the number of instances is 321. The Yosys step of the flow raised 2 warnings. The total cell area reported by yosys after synthesis is 3093 µm².

The number of library cell types mapped by synthesis is 54. The multiplexer area fraction after synthesis is 3.479%. The total standard cell area after synthesis is 3093 µm².

Routing
For this block, the routed nets add up to 6727 µm of wire. The routed via count is roughly 2500. The iteration count of the initial detailed-routing pass is 4.

The detail route stage leaves a number of antenna-violating nets equal to 0. The average wire per cell in the routed design is 15.57 µm. The number of vias per cell is approximately 5.7. The repair_antennas step left the layout with diodes totalling 0. After the first detailed-routing iteration, the DRC count stood at between 100 and 150. The DRC violation total left in the routed layout is recorded as 0.

Die
Measured along the y axis, the die boundary spans 89.94 µm. The overall die size recorded for this design is 8088 µm². The top-level I/O count is 19. The standard-cell row count is 31.

The width of the die is roughly 90 µm. The initial standard-cell utilization of the core is 41.97%. The core area is 7370 µm².

Power
VDD sags by at most 0.2028 mV. The leakage component of the power was reported as 1.219 nW. The power density of the placed cells is 234.0 nW/µm². The completed layout was analyzed and its total power is 808.3 µW.

Run
The stage-log warning count is 27. The number of max-cap violations is 0.

Cells and area
The cell area after layout is 3455 µm². The fraction of final layout cells with drive strength greater than 1 is 9.910%. Per the layout report, the design carries about 700 filler cells. In this run the layout overhead on the synthesized area is reported as 11.69%.
==> stage by stage <==
step	std cells	setup WS [ns]	util, %
floorplan	321	6.100	-
global placement	420	5.275	45.03
detailed placement	420	5.174	45.03
CTS	432	4.996	46.88
global route	432	4.831	46.88
finish	432	4.997	46.88
==> sequential cells by signal, summed over array words and instances (netlist names) <==
name / count
tap_leader_count: 13
tap_data: 8
tap_pulse_count: 8
tap_data_byte: 7
tap_pulse_reload: 7
tap_state: 3
ack: 1
data_req: 1
demand: 1
ear_in: 1
prev_demand: 1
reset: 1
reset_out: 1
silence: 1
tap_dend: 1
==> synth_stat cells (5+ instances only) <==
cell / count / area share [%]
nor2_1: 28 / 3.4
a31oi_1: 9 / 1.8
nand2_1: 24 / 2.9
nor3_1: 14 / 2.3
or4_1: 6 / 1.5
dfxtp_1: 13 / 8.4
a21oi_1: 30 / 4.9
or3_1: 5 / 1.0
a211oi_1: 7 / 1.7
inv_1: 17 / 2.1
nand2b_1: 5 / 1.0
o31ai_1: 6 / 1.5
mux2_2: 6 / 2.2
clkbuf_1: 12 / 1.5
edfxtp_1: 42 / 41
o21ai_0: 22 / 3.6
nand3_1: 9 / 1.5
==> cells by family after synthesis <==
logic type,count (synthesis)
buffers and inverters,39
adder cells (fa/ha/maj),3
flip-flops,55
multiplexers,10
AND-OR/OR-AND,101
XOR/XNOR,5
AND/OR/NAND/NOR,108
==> critical path, cell delays in order, from the launching register on <==
cell,delay (ns)
edfxtp_1,0.74
inv_1,0.30
nor2_1,0.31
nand2_1,0.12
inv_1,0.08
clkdlybuf4s50_1,0.45
==> metal layers <==
metal / vias to the layer above / part of all wire [%] / routed length, µm / GRT usage (%)
met5: - / 0 / 0 / 0
met4: 0 / 0.51 / 34 / 2.151
met3: 2 / 7.4 / 495 / 4.811
met2: 87 / 45 / 3023 / 26.35
met1: 1156 / 47 / 3174 / 30.51
li1: 1223 / - / - / -
==> cell usage in the layout, fill, tap and decap left out, drive strengths merged, types with 3 or more instances in the layout <==
cell type | Yosys | final
nand2b | 5 | 5
nor3 | 14 | 14
mux2i | 4 | 4
inv | 19 | 19
o31ai | 9 | 9
a21oi | 31 | 31
ha | 3 | 3
o21ai | 23 | 23
clkdlybuf4s50 | 0 | 17
nor2 | 28 | 28
o22ai | 3 | 3
clkbuf | 12 | 10
nand2 | 25 | 25
nand3 | 9 | 9
a211oi | 8 | 8
buf | 8 | 3
nor4 | 3 | 3
edfxtp | 42 | 42
or3 | 5 | 5
dfxtp | 13 | 13
xnor2 | 4 | 4
mux2 | 6 | 6
or4 | 8 | 8
a31oi | 9 | 9
o21a | 3 | 3
==> area by class of cell <==
cell class,instances,area [µm²],share of cell area [%]
multi-input combinational,227,1409,40.78
timing repair buffer,20,192.7,5.578
clock inverter,2,8.758,0.2535
clock buffer,10,127.6,3.694
sequential,55,1521,44.04
inverter,19,71.32,2.064
tap,99,123.9,3.586
==> how the worst max path moves through the flow <==
| stage | start | end | slack, ns |
|---|---|---|---|
| after CTS | tap_state[2]$_DFFE_PP_ | eob | 5.00 |
| after global routing | tap_state[2]$_DFFE_PP_ | eob | 4.83 |
| final | tap_state[2]$_DFFE_PP_ | eob | 5.00 |
==> power by group <==
part,switching [mW],total (mW),internal (mW)
registers,0.0566,0.384,0.327
logic,0.154,0.254,0.100
clock network,0.0801,0.171,0.0907
total,0.290,0.808,0.518
Power figures rest on the tool's default switching activity, not on a simulated workload.

`flow/run.sh`:
```
#!/bin/bash
# OpenROAD 26Q1-2900-gdf79404cd8, Yosys 0.63+post, stock flow scripts
make -C /OpenROAD-flow-scripts/flow DESIGN_CONFIG=/design/flow/config.mk WORK_HOME=/design/flow/orfs finish
```
`flow/config.mk`:
```
export PLATFORM = sky130hd
export DESIGN_NAME = sram_mux
export DESIGN_NICKNAME = sram_mux
export VERILOG_FILES = /design/flow/design.v
export SDC_FILE = /design/flow/constraint.sdc
export NUM_CORES = 4
export LEC_CHECK = 1
export CORE_UTILIZATION = 40
```
`flow/constraint.sdc`:
```
current_design sram_mux

set clk_period 3.5
set clk_io_pct 0.2

create_clock -name clk0 -period $clk_period [get_ports {clk50m}]

set non_clock_inputs [all_inputs -no_clocks]
set_input_delay [expr $clk_period * $clk_io_pct] -clock clk0 $non_clock_inputs
set_output_delay [expr $clk_period * $clk_io_pct] -clock clk0 [all_outputs]
```
`flow/design.v`:
```
module sram_mux(
	output reg[18:0] addr,
	inout[7:0] data,
	output n_wr,
	input clk50m,
	input[18:0] addr1,
	input[7:0] data_in1,
	output reg[7:0] data_out1,
	input rd1,
	input wr1,
	output ack,
	input[18:0] addr2,
	input[7:0] data_in2,
	output reg[7:0] data_out2,
	input n_wr2,
	output db
	);
	reg[7:0] data_in;
	wire[7:0] data_out;
	reg write = 1'b0;
	assign data[7:0] = write ? data_in[7:0] : 8'bZZZZZZZZ;
	assign data_out[7:0] = write ? 8'h00 : data[7:0];
	assign n_wr = !write;
	reg[1:0] busy1 = 2'b0;
	reg[27:0] sr2prev = 28'h1fffffff;
	reg if2evt = 1'b0;
	reg if_active = 1'b0;
	reg rd1prev = 1'b0, wr1prev = 1'b0;
	reg if1evt = 1'b0;
  reg ready = 1'b1;
	assign db = ack;
  assign ack = ready;
	always @(posedge clk50m) begin
		{rd1prev, wr1prev} <= { rd1, wr1 };
		if ((!rd1prev && rd1) || (!wr1prev && wr1))
			{ready, if1evt} <= 2'b01;
		sr2prev <= {addr2[18:0], data_in2[7:0], n_wr2};
		if (sr2prev != {addr2[18:0], data_in2[7:0], n_wr2})
			if2evt <= 1'b1;
		if (busy1[1:0] != 0) begin
			busy1[1:0] <= busy1[1:0] - 1;
			if (busy1[1:0] == 2'b01) begin
				if (if_active) begin
					write <= 1'b0;
					if (!n_wr2) data_out2[7:0] <= data_out[7:0];
				end else begin
					ready <= 1'b1;  
					write <= 1'b0;  
					if (rd1) data_out1[7:0] <= data_out[7:0];  
				end
			end
		end else if (busy1[1:0] == 0 && if2evt) begin
			busy1[1:0] <= 2'b11;  
			if2evt <= 1'b0;  
			write <= !n_wr2;  
			data_in[7:0] <= data_in2[7:0];  
			addr[18:0] <= addr2[18:0];
			if_active <= 1'b1;  
		end else if (busy1[1:0] == 0 && if1evt) begin
			busy1[1:0] <= 2'b11;  
			if1evt <= 1'b0;  
			write <= wr1;  
			data_in[7:0] <= data_in1[7:0];  
			addr[18:0] <= addr1[18:0];
			if_active <= 1'b0;  
		end
	end
endmodule
```
==> impl_metrics.ini <==
; flow metrics
[synthesis]
synthesis.yosys.warnings = 3
yosys_register_bits = 80
ys_types = 26
ys_cells = 183
yosysSeqAreaShare_pct = 69.0
compound_area_share_pct = 1.29
simple_gate_area_share_pct = 5.58
synth_area_per_cell_um2 = 16.4
synthesis.area_um2 = 3000
netlist_instances = 183
muxShareOfSynthArea_pct = 12.8
synth.yosys.chip_area_um2 = 3000
synthTopLogicFamily = multiplexers
xor_area_share_pct = 8.17
fa_ha_area_share_pct = 0.833

[placement]
place_area_um2 = 4070
weighted_congestion_at_the_end_of_routability_driven_global_placement = 0.746
detailed_place_hpwl_um = 3920
port_buffers = 95

[clock_tree]
number_of_buffers_added_by_the_clock_tree_synthesis_step = 9
post_cts_setup_buffers = 0
post_cts.resized_instances = 0
clock-sinks = 80
htreeDepth = 3
cts_buffer_depth = 2
clock_root_buffer_master = sky130_fd_sc_hd__clkbuf_8
ctsHoldBuffers = 0

[status]
stop_error = [error] [KeplerFormal.cpp:679] Workflow failed: Iso has multiple drivers: .data0, data[0]$_DFFE_PP_.Q0
run_status = stopped before the end
haltStage = clock tree synthesis

[die]
die_y_um = 88.6
row_count = 31
dieWidth_um = 88.6
fp_util_pct = 41.4
io_pins = 104
cells by family after synthesis:
| kind of cell | after synthesis |
|---|---|
| flops | 80 |
| xor+xnor | 28 |
| mux | 28 |
| simple gates | 27 |
| buf+inv | 13 |
| compound gates | 5 |
| fa+ha+maj | 2 |
per-stage QoR:
| step | std cells | setup slack (ps) |
|---|---|---|
| global placement | 376 | 1280 |
| detailed placement | 376 | 1260 |
| floorplan | 183 | 946 |
synth_stat cells:
| library cell | number | area share, % |
|---|---|---|
| sky130_fd_sc_hd__edfxtp_1 | 47 | 47 |
| sky130_fd_sc_hd__dfxtp_1 | 33 | 22 |
| sky130_fd_sc_hd__mux2_4 | 19 | 9.5 |
| sky130_fd_sc_hd__xnor2_1 | 17 | 5.0 |
| sky130_fd_sc_hd__xor2_1 | 11 | 3.2 |
| sky130_fd_sc_hd__inv_1 | 9 | 1.1 |
| sky130_fd_sc_hd__nor2b_1 | 9 | 1.9 |
| sky130_fd_sc_hd__mux2_2 | 8 | 3.0 |
| sky130_fd_sc_hd__nor4_1 | 5 | 1.0 |
| sky130_fd_sc_hd__nand4_1 | 4 | 0.83 |
| sky130_fd_sc_hd__buf_6 | 2 | 0.75 |
| sky130_fd_sc_hd__ha_1 | 2 | 0.83 |
| sky130_fd_sc_hd__nand2_1 | 2 | 0.25 |
| sky130_fd_sc_hd__nand2b_1 | 2 | 0.42 |
| sky130_fd_sc_hd__o21a_1 | 2 | 0.50 |
| sky130_fd_sc_hd__a41oi_1 | 1 | 0.29 |
| sky130_fd_sc_hd__and2_1 | 1 | 0.21 |
| sky130_fd_sc_hd__buf_2 | 1 | 0.17 |
| sky130_fd_sc_hd__buf_4 | 1 | 0.25 |
| sky130_fd_sc_hd__mux2i_1 | 1 | 0.33 |
| sky130_fd_sc_hd__nand2_4 | 1 | 0.37 |
| sky130_fd_sc_hd__nand3_1 | 1 | 0.17 |
| sky130_fd_sc_hd__nor2_1 | 1 | 0.12 |
| sky130_fd_sc_hd__nor4b_1 | 1 | 0.29 |
| sky130_fd_sc_hd__o22ai_1 | 1 | 0.21 |
| sky130_fd_sc_hd__o32ai_1 | 1 | 0.29 |
